--- config.mk ---
export PLATFORM = sky130hd
export DESIGN_NAME = nineHertz
export DESIGN_NICKNAME = nineHertz
export VERILOG_FILES = /design/flow/design.v
export SDC_FILE = /design/flow/constraint.sdc
export NUM_CORES = 4
export LEC_CHECK = 1
export CORE_AREA = 10 10 95 95
export DIE_AREA = 0 0 105 105
--- constraint.sdc ---
current_design nineHertz

set clk_period 3.2
set clk_io_pct 0.2

create_clock -name clk0 -period $clk_period [get_ports {clk_50mhz}]

set non_clock_inputs [all_inputs -no_clocks]
set_input_delay [expr $clk_period * $clk_io_pct] -clock clk0 $non_clock_inputs
set_output_delay [expr $clk_period * $clk_io_pct] -clock clk0 [all_outputs]
--- design.v ---
module nineHertz(clk_50mhz, clk_8hz); 
input clk_50mhz; 
output clk_8hz; 
reg clk_8hz; 
reg [24:0] count; 
always @ (posedge clk_50mhz) 
begin if(count == 12499999) 
begin count <= 0; 
$dumpfile("f.vcd"); 
clk_8hz <= ~clk_8hz; 
end 
else begin 
count <= count + 1; 
end 
end 
endmodule
--- run.sh ---
#!/bin/bash
# OpenROAD 26Q1-2900-gdf79404cd8, Yosys 0.63+post, stock flow scripts
make -C /OpenROAD-flow-scripts/flow DESIGN_CONFIG=/design/flow/config.mk WORK_HOME=/design/flow/orfs finish
==> run notes <==
The run finished with clean final reports. Setup violations remaining at the end of the flow were counted as 0. With the number of diodes at 0, the routability congestion estimate is 0.7826. The number of distinct library cells after synthesis came out at 34. The share of layout cells above drive strength 1 is 0.09524. In this run the standard cell core region covers 6907 µm². The post-route clock skew is 2.222 ps, and the HPWL reported at the end of detailed placement is 1456 µm.

The count of endpoints failing hold in the final timing report was 0; the mean post-synth cell area was 9.679 µm². The worst path in the final design needs a cycle of 1975 ps, including I/O delays and setup. Hold repair after CTS inserted 0 buffers. With the final cycle utilization of the critical path at 0.6172, the number of antenna violations at the first check in global routing is 0. With the number of H-tree branching levels at 1, the sum of routed wire length over all layers is 1970 µm.

For the slack of the critical path, the log shows 1225 ps. Ranked by total cell area, the synthesized netlist is headed by sky130_fd_sc_hd__dfxtp_1 43%, sky130_fd_sc_hd__xnor2_1 8.2%, sky130_fd_sc_hd__nand3_1 5.1%, sky130_fd_sc_hd__nand4_1 4.3%, sky130_fd_sc_hd__xor2_1 3.7%. The post-synthesis share of cell area spent on full adders, half adders and majority gates came out at 0.01068. The total buffers and inverters traversed by the critical path works out to 1. STA reports the tightest min-delay check as being of type flop to flop. With the cell area after synthesis at 1171 µm², the CTS clock-pin slew for the worst setup and hold paths is 80 ps. For the total power, the log shows 503.8 µW.

The total routing usage reported by global routing is 0.03358. The run gives 0.0004425 µW as the standby leakage power. The aoi/oai-family share of the synthesized area works out to 0.07372. The run gives 260 ps as the clock insertion delay at the later pin of the skew report. In this run the deepest clock path goes through 2 buffers. The report lists the number of cells resized after CTS as 0.

Grouping non-sequential cells by family puts the most area in simple AND/OR/NAND/NOR gates. Per the placement report, the placed cell count is 218. The peak supply drop was 0.1537 mV; the multiplexer fraction of the synthesized cell area was 0.

Worst-case reg-to-reg path depth: 6. The slowest stage of the critical path is the sky130_fd_sc_hd__nor3_2 cell. The total grt overflow came out at 0.

The wire length per cell after detailed routing is 8.874 µm. The first routing iteration left 45 violations. The number of setup buffers added after CTS came out at 0.

The routed layout reports a DRC error count of 0. For the count of vias placed by the detailed router, the log shows 857. By count the netlist is led by 25 x sky130_fd_sc_hd__dfxtp_1, 12 x sky130_fd_sc_hd__nand3_1, 11 x sky130_fd_sc_hd__nor2_1, 11 x sky130_fd_sc_hd__xnor2_1, 8 x sky130_fd_sc_hd__nand4_1. For this run, the slowest stage of the critical path takes 460 ps.

The number of synthesized flops with an enable pin was 1. In this run the register-to-register setup slack is 1230 ps. For the largest net degree at the start of global routing, the log shows 15. Setup repair after global routing left no endpoint under its margin.

The count of clock tree sinks was 26. With the async set or reset register ratio after synthesis at 0, the core utilization before placement is 0.1696. The floorplan has 30 rows. The fraction of synthesized cell area taken by the top area cell type is 0.4274.

The cell count along the critical path was 6; the gate count of the mapped netlist was 121. Critical register-to-register path startpoint: count[0]. The via count of the first global-routing pass was 712. For the max-capacitance violation count, the log shows 0. The highest net fanout along the worst path works out to 8. The synthesis stat section lists a flop and latch total of 26.

The class of the most critical setup path is flop to flop. The tools report the part of the Yosys area used for sequential elements as 0.4530. The run gives 4 as the first-pass iteration count of the detailed router. The last element of the critical path was count[10]. The most critical setup path has its startpoint at count[0]. The cell type group with the largest total delay on the critical path is simple AND/OR/NAND/NOR gates.

Per the Yosys statistics, synthesis produced 121 cells. The type of origin of the critical path is a flop. Based on the critical path, the design can be clocked at up to 506.4 MHz.

Data arrives at the worst endpoint at 2130 ps. Number of buffers added on ports: 1. CTS placed an instance of sky130_fd_sc_hd__clkbuf_8 at the clock tree root. The CTS report gives the tree buffer count as 3.

With the area of the synthesized netlist per yosys stat at 1171 µm², the post-route setup TNS is 0 ps. The script computed a power per unit cell area of 373.5 nW/µm². STA classifies the critical path endpoint as a flop. TritonCTS built the clock tree. The most repeated cell in the gate-level netlist after synthesis is sky130_fd_sc_hd__dfxtp_1. The global-route wire length before repair is 3298 µm, and the post-synthesis to final-layout area growth is 15.17%. For this run, the detailed router reports a per-instance via density of 3.860. The required time of the critical path came out at 3360 ps. The area of the chip is 11030 µm², and the I/O pin count is 2. The count of nets left with antenna violations once routing finished came out at 0. Yosys printed 2 warnings. Counting pins that exceed their max-slew limit in the final report gives 0. Looking at the max-slew report, the worst-margin pin has a slew of 787.6 ps. The height of the chip was 105 µm. Most used flip-flop cell after synthesis: sky130_fd_sc_hd__dfxtp_1. The stage-log warning count was 25. Looking at the reg2reg group, the worst path ends at count[10]. The post-layout utilization of the core is 0.1953. Per the post-place timing report, worst setup slack is 1235 ps. The run gives 222 for the number of standard cells in the layout, taps in and fillers out.

The signal on the critical path passes through ha_1, and3_1, nand4_1, nor3_2, buf_4, nor2_1. The XOR/XNOR share of the synthesized area came out at 0.1197. With the area fraction in and, or, nand and nor cells after synthesis at 0.3323, the headroom to the max-slew limit is 0.4701. X dimension of the die: 105 µm. The biggest area contributor in the post-synthesis netlist is sky130_fd_sc_hd__dfxtp_1.
## placed cells by master (no fill, tap or decap)
| master | instances |
|---|---|
| sky130_fd_sc_hd__nor4_4 | 1 |
| sky130_fd_sc_hd__clkbuf_8 | 3 |
| sky130_fd_sc_hd__and4_1 | 3 |
| sky130_fd_sc_hd__buf_4 | 1 |
| sky130_fd_sc_hd__nand3_1 | 12 |
| sky130_fd_sc_hd__a21oi_1 | 6 |
| sky130_fd_sc_hd__a21o_1 | 1 |
| sky130_fd_sc_hd__o21a_1 | 1 |
| sky130_fd_sc_hd__inv_1 | 2 |
| sky130_fd_sc_hd__or3b_1 | 1 |
| sky130_fd_sc_hd__dfxtp_1 | 25 |
| sky130_fd_sc_hd__ha_1 | 1 |
| sky130_fd_sc_hd__nor3_2 | 1 |
| sky130_fd_sc_hd__nor4_1 | 4 |
| sky130_fd_sc_hd__o21ai_0 | 3 |
| sky130_fd_sc_hd__nand4_1 | 8 |
| sky130_fd_sc_hd__xor2_1 | 5 |
| sky130_fd_sc_hd__and3_1 | 2 |
| sky130_fd_sc_hd__nand4_2 | 1 |
| sky130_fd_sc_hd__nor3_1 | 2 |
| sky130_fd_sc_hd__nand2_1 | 4 |
| sky130_fd_sc_hd__nand3b_1 | 1 |
| sky130_fd_sc_hd__or4b_1 | 1 |
| sky130_fd_sc_hd__nand3_2 | 2 |
| sky130_fd_sc_hd__nand3_4 | 1 |
| sky130_fd_sc_hd__xnor2_1 | 11 |
| sky130_fd_sc_hd__edfxtp_1 | 1 |
| sky130_fd_sc_hd__nor4b_1 | 1 |
| sky130_fd_sc_hd__clkbuf_1 | 1 |
| sky130_fd_sc_hd__or3_1 | 3 |
| sky130_fd_sc_hd__nor2b_1 | 1 |
| sky130_fd_sc_hd__clkdlybuf4s50_1 | 1 |
| sky130_fd_sc_hd__a21bo_2 | 1 |
| sky130_fd_sc_hd__o22a_1 | 1 |
| sky130_fd_sc_hd__o31ai_1 | 1 |
| sky130_fd_sc_hd__nor2_1 | 11 |
| sky130_fd_sc_hd__and3_2 | 1 |
## metrics by stage
step | hold WS, ps | instance area [µm²]
2_1_floorplan | 435.3 | 1171
3_3_place_gp | 452.7 | 1304
3_5_place_dp | 460.2 | 1304
4_1_cts | 479.1 | 1349
5_1_grt | 500.1 | 1349
6_report | 478.9 | 1349
## power breakdown
part           switching, µW  internal (µW)  total (µW)
clock                   90.2           88.7         179
sequential                 0            325         325
combinational              0              0    0.000207
total                   90.2            414         504
## layer usage
layer / track usage / up-vias / part of all wire
li1: - / 457 / -
met1: 0.05341 / 382 / 0.57
met2: 0.04537 / 14 / 0.38
met3: 0.009317 / 4 / 0.044
met4: 0.001961 / 0 / 0.0041
met5: 0 / - / 0
## worst min-delay path by stage
stage             start   endpoint  slack (ps)  cells past startpoint
finish         count[0]   count[0]         480                      1
CTS           count[24]  count[24]         480                      1
global route  count[24]  count[24]         500                      1
## sequential cells by signal, indices dropped and copies added (netlist names)
signal / count
clk_8hz: 1
count: 25
## final cells by class
| class | instances | area (µm²) |
|---|---|---|
| Sequential cell | 26 | 530.5 |
| Fill cell | 774 | 5558 |
| Inverter | 2 | 7.507 |
| Multi-Input combinational cell | 92 | 628.1 |
| Tap cell | 96 | 120.1 |
| Timing Repair Buffer | 2 | 17.52 |
| Clock buffer | 4 | 45.04 |
## cell families after synthesis
family          Yosys count
xor+xnor                 16
buf+inv                   3
flops                    26
compound gates           14
simple gates             61
fa+ha+maj                 1
Power figures rest on the tool's default switching activity, not on a simulated workload.
