==> /design/flow/design.v <==
module eightHertz(clk_50mhz, clk_8hz); 
input clk_50mhz; 
output clk_8hz; 
reg clk_8hz; 
reg [24:0] count; 
always @ (posedge clk_50mhz) 
begin if(count == 3124999) 
begin count <= 0; 
$dumpfile("f.vcd"); 
clk_8hz <= ~clk_8hz; 
end 
else begin 
count <= count + 1; 
end 
end 
endmodule
==> /design/flow/run.sh <==
#!/bin/bash
# OpenROAD 26Q1-2900-gdf79404cd8, Yosys 0.63+post, stock flow scripts
make -C /OpenROAD-flow-scripts/flow DESIGN_CONFIG=/design/flow/config.mk WORK_HOME=/design/flow/orfs finish
==> /design/flow/config.mk <==
export PLATFORM = sky130hd
export DESIGN_NAME = eightHertz
export DESIGN_NICKNAME = eightHertz
export VERILOG_FILES = /design/flow/design.v
export SDC_FILE = /design/flow/constraint.sdc
export NUM_CORES = 4
export LEC_CHECK = 1
export CORE_AREA = 10 10 94 94
export DIE_AREA = 0 0 104 104
==> /design/flow/constraint.sdc <==
current_design eightHertz

set clk_period 4.8
set clk_io_pct 0.2

create_clock -name clk0 -period $clk_period [get_ports {clk_50mhz}]

set non_clock_inputs [all_inputs -no_clocks]
set_input_delay [expr $clk_period * $clk_io_pct] -clock clk0 $non_clock_inputs
set_output_delay [expr $clk_period * $clk_io_pct] -clock clk0 [all_outputs]
==> run summary <==
outcome = complete, no violations
I/O Buffers = 1
Worst-Margin Slew = 0.639 ns
num ports = 2
setup repair bufs after CTS = 0
register share after synthesis = 45.8%
Fmax = 0.487 GHz
Largest cells by area = dfxtp_1, xnor2_1, xor2_1
crit path time final = 2.05 ns
DRT Pass-1 Iters = 5
Setup CP Type = reg -> reg
Syn. warnings = 2
clock buffer depth = 2
Worst Path Max Fanout = 10
yosys cell count = 128
TNS Setup = 0 ns
total track usage = 3.76%
Clock power frac = 42.1%
clk latency of the worst-skew pair = 0.27 ns
Setup crit start kind = register
CP startpoint = count[8]$_SDFF_PN0_
worst reg2reg setup slack = 2.75 ns
Design Power = 0.000374 W
Commonest flop = dfxtp_1
reg-to-reg endpoint = clk_8hz$_DFFE_PN_
sequential share of power = 57.9%
chip width = 104 um
Reg2Reg Launch Point = count[8]$_SDFF_PN0_
critical path endpoint category = register
initial antenna violation count = 0
combinational share of power = 0%
final max-slew violation count = 0
clk slew on worst S/H paths = 0.09 ns
first-pass GRT wire length = 3640 um
GPL Wtd Cong = 0.879
Syn Inst Count = 128
Max H-tree Level = 1
final hold violation count = 0
Mean Syn Cell Area = 9.04 um2
cell type with the largest total area = dfxtp_1
Routed WL = 2080 um
Core ar. = 6830 um2
max_cap viols = 0
Initial Util = 16.9%
Critical Path, Cell by Cell = and4_1, nand2_1, nor3_1, buf_4
Leak = 0.469 nW
switching share of power = 17.8%
Top Layout Cells = dfxtp_1, nand4_1, nor2_1, nand3_1, xnor2_1
Critical Path End = clk_8hz$_DFFE_PN_
data arrival time of the critical path = 2.03 ns
Netlist Area Pre-Place = 1160 um2
CP max stage cell = nor3_1
Pwr per Cell Area = 278 nW/um2
Root Buffer = clkbuf_8
share of cells above drive strength 1 = 6.15%
Antenna Cells = 0
HPWL after DPL = 1510 um
Synth cell types = 25
Area Overhead vs Synth = 16.1%
post-synthesis register bit count = 26
Final Cycle Share = 42.8%
Crit path largest cell delay = 0.58 ns
clock sink count = 26
number of routed nets with antenna violations = 0
Int Power = 0.000307 W
required time of the critical path = 4.78 ns
hold_buf cts = 0
die span in y = 104 um
CTS tree = yes
Dominant cell area share = 43.2%
HP Class = reg -> reg
Worst VDD drop = 136 uV
switching pwr = 0.0000667 W
most frequent logic cell in the layout = dfxtp_1
Setup violations, final = 0
Clock Skew = 0.00595 ns
Post-synth EDFFs = 1
async set or reset register ratio after synthesis = 0%
Reg2Reg Depth = 4
grt total ovfl = 0
# resized after CTS = 0
Row Count = 30
RSZ-0062 raised after global routing = false
DRT iter0 DRCs = 16
slew margin rel. = 57.1%
routed len/inst = 9.19 um
DRC violations left = 0
Via Count = 899
number of global-route vias before repair = 801
CTS buffer count = 3
filler cell count = 750
drt via density = 3.98
largest net degree at the start of global routing = 16
OpenROAD warnings = 25
Yosys chip area = 1160 um2
die area = 10,800 um2
==> synth_stat cells, types with 2 or more instances <==
| cell type | n |
|---|---|
| clkbuf_1 | 2 |
| nor3_1 | 8 |
| nand4_1 | 11 |
| a21oi_1 | 4 |
| xnor2_1 | 10 |
| nand2_1 | 7 |
| nand3_1 | 11 |
| and4_1 | 3 |
| and3_2 | 2 |
| dfxtp_1 | 25 |
| nor2_1 | 11 |
| or4_1 | 3 |
| and3_1 | 2 |
| buf_2 | 2 |
| inv_1 | 3 |
| xor2_1 | 9 |
| o31ai_1 | 3 |
| nor4_1 | 5 |
==> critical path: cells and delay by family, from the launching register on <==
kind                   cells  cell delay (ns)
and+or+nand+nor            3             1.05
DFF                        1             0.42
buffers and inverters      1             0.29
==> worst min path at each step <==
stage               startpoint                    to  depth (start not counted)
4_1_cts   count[24]$_SDFF_PN0_  count[24]$_SDFF_PN0_                          1
6_report  count[24]$_SDFF_PN0_  count[24]$_SDFF_PN0_                          1
5_1_grt   count[24]$_SDFF_PN0_  count[24]$_SDFF_PN0_                          1
==> power by group through the flow <==
stage	sequential, W	combinational (W)	clock [W]
5_1_grt	0.000217	0.000000000222	0.000169
6_report	0.000217	0.000000000222	0.000157
4_1_cts	0.000217	0.000000000222	0.000163
==> cell type report <==
type / count / area, um2 / share of cell area (%)
Multi-Input combinational cell: 95 / 598 / 44.5
Sequential cell: 26 / 531 / 39.5
Tap cell: 96 / 120 / 8.94
Clock buffer: 4 / 66.3 / 4.93
Timing Repair Buffer: 2 / 17.5 / 1.30
Inverter: 3 / 11.3 / 0.838
==> cell families after synthesis <==
kind of cell	count (synthesis)	share of synthesized area [%]
AND/OR/NAND/NOR	67	32.1
flip-flops	26	45.8
XOR/XNOR	19	14.4
AND-OR/OR-AND	8	4.11
buffers and inverters	7	2.49
adder cells (fa/ha/maj)	1	1.08
==> registers in the layout, summed over array words and instances, names as in the netlist <==
register  count
clk_8hz       1
count        25
==> per-layer routing <==
layer  wire, um  part of all wire, %  global-route usage (%)
met1       1150                   55                    5.38
met2        860                   41                    5.72
met3         62                  3.0                    1.13
met4          1                0.048                   0.199
met5          0                    0                       0
==> metrics by stage <==
stage               utilization, %  setup WS (ns)  area, um2  hold WS (ns)  cells
floorplan                        -           2.94       1160         0.430    128
global placement              18.7           2.85       1280         0.456    222
detailed placement            18.7           2.77       1280         0.450    222
CTS                           19.7           2.73       1340         0.468    226
global route                  19.7           2.60       1340         0.480    226
finish                        19.7           2.75       1340         0.463    226
No activity file was given, so power comes from the tool's default toggle rates.
