[design/flow/config.mk]
export PLATFORM = sky130hd
export DESIGN_NAME = onehertz
export DESIGN_NICKNAME = onehertz
export VERILOG_FILES = /design/flow/design.v
export SDC_FILE = /design/flow/constraint.sdc
export NUM_CORES = 4
export LEC_CHECK = 1
export CORE_AREA = 10 10 110 110
export DIE_AREA = 0 0 120 120
[design/flow/constraint.sdc]
current_design onehertz

set clk_period 5.8
set clk_io_pct 0.2

create_clock -name clk0 -period $clk_period [get_ports {clk_50mhz}]

set non_clock_inputs [all_inputs -no_clocks]
set_input_delay [expr $clk_period * $clk_io_pct] -clock clk0 $non_clock_inputs
set_output_delay [expr $clk_period * $clk_io_pct] -clock clk0 [all_outputs]
[design/flow/design.v]
module onehertz(clk_50mhz, clk_1hz); 
input clk_50mhz; 
output clk_1hz; 
reg clk_1hz; 
reg [24:0] count; 
always @ (posedge clk_50mhz) 
begin if(count == 24999999) 
begin count <= 0; 
$dumpfile("f.vcd"); 
clk_1hz <= ~clk_1hz; 
end 
else begin 
count <= count + 1; 
end 
end 
endmodule
[design/flow/run.sh]
#!/bin/bash
# OpenROAD 26Q1-2900-gdf79404cd8, Yosys 0.63+post, stock flow scripts
make -C /OpenROAD-flow-scripts/flow DESIGN_CONFIG=/design/flow/config.mk WORK_HOME=/design/flow/orfs finish
==> out/qor.csv <==
stage;metric;value;unit
logic_synthesis;#FFs+latches synth;26;
global_route;initial antenna violation count;0;
logic_synthesis;Cell Type Count;37;
logic_synthesis;Synth Cell Area;1210;um2
placement;Placed Cells;254;
final_timing;Worst-Margin Slew;0.497;ns
clocking;CTS sink cnt;26;
power;Leak;0.000509;uW
final_timing;Final Cycle Share;38.5;%
logic_synthesis;Post-synth EDFFs;1;
power;Peak VDD IR;0.113;mV
route;drt first pass iters;4;
logic_synthesis;synthesized area per cell;9.74;um2
setup_path;CP Class;reg2out;
power;net load switching power;53.4;uW
logic_synthesis;Synthesis Warnings;2;
die;Die Span Y;120;um
clocking;cts repair resizes;0;
layout;layout cells sized above 1;12.8;%
clocking;Worst-Skew Late Latency;0.26;ns
logic_synthesis;Synth Instances;124;
final_timing;Setup Skew;0.00281;ns
setup_path;CP arrival;1.07;ns
final_timing;Max-slew headroom;66.6;%
final_timing;Final min period;2.23;ns
die;die area;14400;um2
placement;RePlAce Congestion;0.765;
power;Net Sw Frac;18.9;%
die;Die X;120;um
clocking;clock slew at reported path FFs;0.09;ns
power;Reg power frac;63.6;%
global_route;largest net degree at the start of global routing;15;
final_timing;setup TNS;0;ns
final_timing;Max Clk Rate;448;MHz
final_timing;WHS;0.443;ns
clocking;H-Tree Level Count;1;
setup_path;Critical Path, Cell by Cell;clkdlybuf4s50_1;
power;PD cells;202;nW/um2
route;via/cell ratio;3.30;
setup_path;CP Data Required Time;4.64;ns
logic_synthesis;Async SR Flop Fraction;0;%
route;per-cell routed wire length;7.98;um
die;# IOs;2;
global_route;vias in the first global route;828;
route;DRC;0;
logic_synthesis;register share after synthesis;43.9;%
hold_path;hold_sp;count[0];
route;ANT nets after route;0;
power;Logic pwr share;0;%
final_timing;Max Slew Vio Count;0;
global_route;first-pass GRT wire length;3720;um
placement;dpl hpwl;1490;um
setup_path;reg2reg setup slack;3.84;ns
setup_path;worst r2r src;count[0];
setup_path;slowest stage delay, CP;0.46;ns
hold_path;type of the most critical hold path;reg2reg;
final_timing;RSZ-0062 raised after global routing;false;
clocking;Post-CTS Repair Setup Buffers;0;
clocking;cts bufs inserted;3;
final_timing;final setup margin;3.57;ns
power;internal power;228;uW
setup_path;reg2reg path depth;4;
die;num rows;36;
job;tool warning count;25;
global_route;aggregate global routing overflow;0;
setup_path;R2R Path End;clk_1hz;
route;via count;851;
placement;Port Buffers;1;
global_route;Global Route Usage Sum;2.95;%
setup_path;critical path's top delay family;buffers and inverters;
setup_path;Crit. End Element;output pin;
route;antenna cell count;0;
placement;Post-Place Setup Slack;3.82;ns
setup_path;CP max FO;2;
layout;non-filler instance count after layout;258;
die;fp_density;12.4;%
route;final wirelength;2060;um
hold_path;hold-critical path depth;1;
final_timing;Final Hold Vio Count;0;
clocking;TritonCTS clock tree;yes;
layout;area grow syn2layout;15.3;%
job;max_cap viols;0;
final_timing;final setup vio count;0;
die;CORE AREA;9770;um2
logic_synthesis;chip area in the Yosys report;1210;um2
setup_path;slowest CP cell;clkdlybuf4s50_1;
clocking;cts hold-fix bufs;0;
clocking;Longest Clk Path Bufs;2;
setup_path;CP startpoint kind;flop;
layout;FILL cells;1112;
clocking;clk root buf;clkbuf_8;
power;Clk pwr share;36.4;%
run_status;status;completed;
route;Iteration-0 DRC Markers;52;
logic_synthesis;# Cells Yosys;124;
logic_synthesis;top_reg_cell synth;dfxtp_1;
setup_path;CP bufs+invs;1;
hold_path;Worst Hold Path EP;count[0];
## cell families (layout without fill, tap and decap cells)
kind of cell	Yosys count	after routing	synth area share (%)
AND-OR/OR-AND	18	18	8.81
XOR/XNOR	14	14	10.2
buffers and inverters	8	9	4.56
AND/OR/NAND/NOR	57	57	31.5
adder cells (fa/ha/maj)	1	1	1.04
flip-flops	26	26	43.9
## worst max path at each step
stage / from / end / slack, ns / depth (start not counted)
final: clk_1hz / clk_1hz / 3.57 / 1
after global routing: clk_1hz / clk_1hz / 3.52 / 1
after CTS: clk_1hz / clk_1hz / 3.54 / 1
## placed cells by master (no fill, tap or decap), types with 2 or more instances in the layout
| master | count |
|---|---|
| dfxtp_1 | 25 |
| nand3_1 | 11 |
| xnor2_1 | 8 |
| a21oi_1 | 7 |
| nand2_1 | 6 |
| nor2_1 | 6 |
| xor2_1 | 6 |
| o21ai_0 | 5 |
| o31ai_1 | 5 |
| nand4_1 | 4 |
| inv_1 | 3 |
| and4_1 | 3 |
| or3_1 | 3 |
| or4_1 | 3 |
| clkbuf_8 | 3 |
| and4_4 | 2 |
| and3_1 | 2 |
| nor3_1 | 2 |
| and2_1 | 2 |
| and4_2 | 2 |
## per-layer routing
| layer | GRT usage, % | share of wire, % | vias to the layer above |
|---|---|---|---|
| met5 | 0 | 0 | - |
| met4 | 0.0754 | 0 | 0 |
| met3 | 0.857 | 4.0 | 0 |
| met2 | 4.50 | 44 | 8 |
| met1 | 4.27 | 51 | 389 |
| li1 | - | - | 454 |
## power by group through the flow
stage	Combinational, uW	Sequential (uW)	Clock, uW
finish	0.000273	179	102
global route	0.000273	179	114
CTS	0.000273	179	108
## registers in the layout (all words and copies together), names as in the netlist
signal   count
clk_1hz      1
count       25
## metrics by stage
step | power (uW) | util (%) | cell area, um2
2_1_floorplan | 183 | - | 1210
3_3_place_gp | 183 | 13.8 | 1350
3_5_place_dp | 183 | 13.8 | 1350
4_1_cts | 287 | 14.2 | 1390
5_1_grt | 293 | 14.2 | 1390
6_report | 282 | 14.2 | 1390
## synthesized netlist by cell type, types with 2 or more instances
cell type,count,area share (%)
buf_2,2,0.83
nor2_1,6,1.9
o31ai_1,5,3.1
nor3_1,2,0.83
and4_2,2,1.7
and4_4,2,1.9
nand2_1,6,1.9
and2_1,2,1.0
and4_1,3,2.2
nand4_1,4,2.1
dfxtp_1,25,41
o21ai_0,5,2.1
and3_1,2,1.0
or3_1,3,1.6
inv_1,3,0.93
or4_1,3,1.9
a21oi_1,7,2.9
nand3_1,11,4.6
xnor2_1,8,5.8
xor2_1,6,4.4
## cell type report
class                           count  area, um2  area share (%)
Inverter                            3       11.3           0.809
Timing Repair Buffer                2       17.5            1.26
Multi-Input combinational cell     90        622            44.7
Sequential cell                    26        531            38.1
Tap cell                          133        166            11.9
Clock buffer                        4       45.0            3.23
Power and IR drop assume default switching activity.
